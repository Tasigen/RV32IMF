**run.sh**
```bash
#!/bin/bash
# OpenROAD 26Q1-2900-gdf79404cd8, Yosys 0.63+post, stock flow scripts
make -C /OpenROAD-flow-scripts/flow DESIGN_CONFIG=/design/flow/config.mk WORK_HOME=/design/flow/orfs finish
```
**config.mk**
```make
export PLATFORM = sky130hd
export DESIGN_NAME = registerFPU
export DESIGN_NICKNAME = registerFPU
export VERILOG_FILES = /design/flow/design.v
export SDC_FILE = /design/flow/constraint.sdc
export NUM_CORES = 4
export LEC_CHECK = 1
export CORE_UTILIZATION = 30
```
**constraint.sdc**
```tcl
current_design registerFPU

set clk_period 12.7
set clk_io_pct 0.2

create_clock -name clk0 -period $clk_period [get_ports {clk}]

set non_clock_inputs [all_inputs -no_clocks]
set_input_delay [expr $clk_period * $clk_io_pct] -clock clk0 $non_clock_inputs
set_output_delay [expr $clk_period * $clk_io_pct] -clock clk0 [all_outputs]
```
**design.v**
```verilog
`timescale 1ns / 1ps
module registerFPU(
    input clk,
    input rst,
    input reg_write,
    input [4:0] read_reg1,
    input [4:0] read_reg2,
    input [4:0] write_reg,
    input [31:0] write_data,
    output [31:0] read_data1,
    output [31:0] read_data2
    );
    reg [31:0] registers [31:0];
    integer i;
    always @(posedge clk or posedge rst) begin
        if (rst) begin
            for (i = 0; i < 32; i = i + 1) begin
                registers[i] <= 32'b0;
            end
        end else if (reg_write) begin
            registers[write_reg] <= write_data;
        end
    end
    assign read_data1 = registers[read_reg1];
    assign read_data2 = registers[read_reg2];
endmodule
```
==> flow_summary.yaml <==
# physical design summary
status:
  status: "completed"
power_and_ir_drop:
  p_leak_nw: 25.6
  worst_ir_drop_vdd_uv: 130
  finalPower_mw: 9.39
  power.density_nw_per_um2: 157
finish:
  top_register: "registers"
  area_growth_syn_to_layout_pct: 16.4
  drive_gt1_frac: 0.347
  largest_register_ffs: 1024
  final_cells: 6756
  top_regs: "registers: 1024 flops"
synth:
  yosysTopAreaCellShare: 0.499
  yosys_most_used_dff: "dfrtp_1"
  synth_cells: 4395
  yosysWarnings: 2
  top_cells_by_count: "mux2_2, dfrtp_1, a22oi_1"
  syn_area_um2: 51400
  synth_chip_area_um2: 51400
  synth.distinct_cells: 63
  synthArstFlopShare: 1.00
  synth_stat.cells: 4395
  ys_ff: 1024
  top_cells_by_area: "dfrtp_1, mux2_2, a22oi_1"
  edf_count: 0
  synth_dominant_cell_count: "mux2_2"
  yosysTopAreaCell: "dfrtp_1"
  syn_area_per_cell_um2: 11.7
  ys_seq_frac: 0.499
job:
  warnings: 39
  cap_violations: 0
worst_hold_path:
  hp-class: "reg -> reg"
sta:
  finalSetupViolations: 0
  finalMaxSlewViolations: 0
  period_needed_ps: 10110
  rsz0062_at_grt: "no"
  finalClockPeriodUsage: 0.796
  holdWs_ps: 529
  worst_pin_slew_ps: 1070
  finalSetupTns_ps: 0
  slew_headroom: 0.286
  finClkSkew_ps: 0
  fin_ws_ps: 2590
  max_freq_mhz: 98.9
  hold_viol: 0
routing:
  drtIter0Drc: 5783
  dr_wl_met2_um: 114000
  wl_per_cell_um: 42.1
  drtPass1Iterations: 10
  m1WireLength_um: 97200
  wl_um: 285000
  top_layer_used: "met5"
  wl_met3_um: 46100
  vias_per_cell: 6.72
  ant_nets: 0
  drc_errors: 0
  dr_total_vias: 45427
global_route:
  grt_usage: 0.336
  grt_max_degree: 119
  grt_pass1_wl_um: 386000
  grt_pass1_vias: 44626
  antenna_found_initial: 23
  grt_overflow_total: 0
placed_design:
  dpl.cell_count: 6536
  port-buffer-count: 113
  hpwl_um: 174000
  place_congestion: 1.08
  dp_slack_ps: 2990
floorplanning:
  die_h_um: 416
  std_cell_rows: 151
  core_um2: 170000
  pin_count: 114
  fp_util: 0.303
  chipArea_um2: 173000
  dieWidth_um: 416
clock_tree:
  cts_buffer_depth: 3
  cts_sinks: 1024
  post_cts_resized: 0
  cts_root_buf: "clkbuf_16"
  cts_tree: "yes"
  post_cts_buffers: 0
  numCtsBuffers: 111
  htreeDepth: 3
  insertion_delay_ps: 760
  clkTransAtPathRegs_ps: 60
  cts_hold_buf: 0
worst_setup_path:
  start_kind: "input pin"
  crit_path_end_kind: "primary output"
  crit_arrival_ps: 7570
  worstPathRequired_ps: 10160
  critical_path.max_fanout: 29
  path_class: "in -> out"
[report_power, final]
part           leakage [nW]  switching (mW)  internal [mW]  total, mW
Clock                  1.89            1.46           1.99       3.45
Combinational          10.6           0.680          0.711       1.39
Sequential             13.1           0.660           3.90       4.55
Total                  25.6            2.80           6.60       9.39
[area by class of cell]
class	count	area (um^2)
Antenna cell	15	37.5
Clock buffer	158	3270
Clock inverter	47	564
Fill cell	16418	110000
Inverter	7	30.0
Multi-Input combinational cell	2934	24500
Sequential cell	1024	25600
Tap cell	2218	2780
Timing Repair Buffer	353	2960
[cells by family after synthesis]
| logic type | after synthesis | share of synthesized area |
|---|---|---|
| muxes | 1084 | 0.237 |
| buffers and inverters | 437 | 0.0349 |
| DFF | 1024 | 0.499 |
| and+or+nand+nor | 776 | 0.0731 |
| AOI/OAI and AO/OA | 1074 | 0.156 |
[per-stage QoR]
step / cell area, um^2 / util
after global routing: 59800 / 0.352
final: 59800 / 0.352
after global placement: 55900 / 0.330
after floorplan: 51400 / -
after CTS: 59800 / 0.352
after detailed placement: 55900 / 0.330
[per-layer routing]
layer  vias up  global-route usage
met5         -              0.0142
met4        28               0.234
met3      1462               0.204
met2      4016               0.450
met1     23001               0.396
li1      16920                   -
[worst max-delay path: stages]
cell and delay (ps):
buf_2 540, buf_4 510, nand3b_1 790, nor2_4 970, buf_4 720, a21oi_1 150, nand4_1 120, nor2_1 60
a21oi_1 500, clkdlybuf4s50_1 590
[final timing paths]
check | start | endpoint | slack, ps | depth (start not counted)
max | read_reg2[2] | read_data2[28] | 2590 | 10
min | registers[24][26] | registers[24][26] | 530 | 1
max reg2reg | registers[29][15] | registers[29][15] | 11760 | 1
min reg2reg | registers[24][26] | registers[24][26] | 530 | 1
max in group asynchronous | rst | registers[11][19] | 7510 | 6
min in group asynchronous | rst | registers[9][0] | 2220 | 2
[cells in the final DEF, fill, tap and decap left out, types with 10 or more instances in the layout]
cell type | Yosys | routed
a21oi_1 | 84 | 84
a221oi_1 | 30 | 30
a222oi_1 | 14 | 14
a22o_1 | 43 | 43
a22oi_1 | 756 | 756
a31oi_1 | 24 | 24
a32oi_1 | 24 | 24
buf_4 | 5 | 237
bufinv_16 | 0 | 10
clkbuf_1 | 262 | 17
clkbuf_16 | 0 | 112
clkbuf_8 | 0 | 29
clkdlybuf4s50_1 | 0 | 107
clkinv_2 | 0 | 23
dfrtp_1 | 1024 | 1024
diode_2 | 0 | 15
mux2_2 | 1031 | 1031
mux2i_1 | 47 | 47
nand2_1 | 240 | 227
nand2_2 | 0 | 13
nand2b_1 | 15 | 14
nand3_1 | 54 | 50
nand4_1 | 90 | 90
nor2_1 | 170 | 102
nor2_4 | 0 | 73
nor2b_1 | 19 | 19
nor3_1 | 73 | 71
nor4_1 | 36 | 36
o21ai_0 | 25 | 25
o32a_1 | 15 | 15
Power figures rest on the tool's default switching activity, not on a simulated workload.
